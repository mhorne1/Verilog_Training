--- flow/config.mk ---
export PLATFORM = sky130hd
export DESIGN_NAME = reg16
export DESIGN_NICKNAME = reg16
export VERILOG_FILES = /design/flow/design.v
export SDC_FILE = /design/flow/constraint.sdc
export NUM_CORES = 4
export LEC_CHECK = 1
export CORE_AREA = 10 10 70 70
export DIE_AREA = 0 0 80 80
--- flow/constraint.sdc ---
current_design reg16

set clk_period 1.1
set clk_io_pct 0.2

create_clock -name clk0 -period $clk_period [get_ports {clk}]

set non_clock_inputs [all_inputs -no_clocks]
set_input_delay [expr $clk_period * $clk_io_pct] -clock clk0 $non_clock_inputs
set_output_delay [expr $clk_period * $clk_io_pct] -clock clk0 [all_outputs]
--- flow/design.v ---
module reg16(reg_out, clk, sclr_n, clk_ena, datain);  
output[15:0] reg_out ;
input clk, sclr_n, clk_ena;
input [15:0] datain;
reg [15:0] reg_out;
wire clk, sclr_n, clk_ena;
wire [15:0] datain;
always @(posedge clk   )  
begin
	if( (clk_ena == 1) && (sclr_n == 0) )
		reg_out = 16'b0;
	else if( (clk_ena == 1) && (sclr_n == 1) )
		reg_out = datain;
	else
		reg_out = reg_out;
end
endmodule
--- flow/run.sh ---
#!/bin/bash
# OpenROAD 26Q1-2900-gdf79404cd8, Yosys 0.63+post, stock flow scripts
make -C /OpenROAD-flow-scripts/flow DESIGN_CONFIG=/design/flow/config.mk WORK_HOME=/design/flow/orfs finish
==> summary.txt <==
Crit-path max cell delay -> 0.33 ns
Synthesized area per cell -> 8.40 um2
FF-to-FF End -> reg_out[1]$_SDFFE_PP0P_
Tightest Hold Check Type -> reg -> reg
Worst path cell trace -> dlygate4sd2_1
Slew at the pin with the worst max-slew slack -> 0.170 ns
Vias in the first global route -> 567
Pleak -> 0.436 nW
Area of the mapped netlist -> 579 um2
Fmax -> 0.945 GHz
Antenna violations before repair -> 0
1st-pass router iterations -> 3
Main logic family -> buffers and inverters
Clk slew on worst S/H paths -> 0.09 ns
Reg2reg start -> reg_out[1]$_SDFFE_PP0P_
XOR/XNOR share of the synthesized area -> 0
Worst-path maximum fanout -> 2
Clock Skew -> 0 ns
Seq share, synth -> 0.553
Pwr Density -> 1200 mW/mm2
Worst ir drop on vdd -> 0.732 mV
Global-route usage over all layers -> 0.0518
Final core occ -> 0.312
CP max-delay cell -> dfxtp_2
RSZ-0062 raised after global routing -> false
Die Wd -> 80 um
Die ar. -> 0.00640 mm2
Area Overhead vs Synth -> 83.8%
CTS Buffer Depth -> 2
Outcome -> completed
Crit path to -> reg_out[4]
Worst path top cell family by delay -> flip-flops
Data required, critical path -> 0.88 ns
First-pass GRT wire length -> 2640 um
Worst EP arrival -> 0.84 ns
Site Rows -> 21
Distinct cell type count after synthesis -> 8
YS warnings -> 1
DRT Wirelength -> 1680 um
Final setup vio count -> 0
CP Depth -> 1
Fin area -> 0.00106 mm2
Yosys chip area -> 579 um2
Tool warnings -> 25
CTS tree -> done
Placed inst area -> 973 um2
Number of hold violations in the final report -> 0
WS Path Type -> reg -> out
Vias/cell -> 3.60
Fillcell total -> 364
Init Core Util -> 0.170
Vias -> 562
Fin. max-slew vios -> 0
Depth of the most critical reg-to-reg path -> 3
Clock sink total -> 16
DRT antenna net count -> 0
Fin crit share -> 0.962
Crit. Startpoint -> reg_out[4]$_SDFFE_PP0P_
Die Span Y -> 80 um
Core box area -> 0.00342 mm2
Flop2flop setup slack -> 0.44 ns
Max reg flops -> 16
# IOs -> 35
Clk root buf -> clkbuf_4
Max Cap Violations -> 0
Buffers on Ports -> 34
Aoi share -> 0.138
Placer Congestion -> 0.740
And+or+nand+nor area frac -> 0.138
Htree depth -> 1
ANT cells -> 0
Largest net degree at the start of global routing -> 21
Proportion of layout cells with a drive suffix above 1 -> 0.255
Final setup TNS -> 0 ns
Final min period -> 1.06 ns
Grt total ovfl -> 0
Syn Inst Count -> 69
Yosys cell count -> 69
Post-Synth Adder-Cell Area -> 0
Worst path bufs/invs -> 1
Clock latency (worst-skew pair) -> 0.28 ns
Crit start category -> register
Crit. End Element -> output port
Max transition margin -> 0.886
Yosys reg bits -> 16
DRC -> 0
CTS buffer count -> 3
Post-DP HPWL -> 1330 um
Mux area share -> 0
WL/cell -> 10.8 um
Starting DRT DRC Count -> 32
## timing repair
action | CTS | global route
hold buffers | 0 | 0
pin swaps | 0 | 0
resized | 32 | 14
buffers inserted | 5 | 0
setup endpoints to repair | 16 | 14
## per-layer routing
| layer | up-vias | GRT usage | routed length (um) |
|---|---|---|---|
| met2 | 16 | 0.0875 | 800 |
| met4 | 0 | 0.00352 | 13 |
| met1 | 243 | 0.0579 | 699 |
| met5 | - | 0 | 0 |
| met3 | 2 | 0.0295 | 170 |
| li1 | 301 | - | - |
## stage by stage
step           hold slack, ns  power, W  setup WS [ns]  instances
2_1_floorplan           0.350  0.000720          0.374         69
3_3_place_gp            0.443  0.000896        -0.0364        147
3_5_place_dp            0.446  0.000901        -0.0844        147
4_1_cts                 0.459   0.00129         0.0121        156
5_1_grt                 0.479   0.00136        0.00209        156
6_report                0.456   0.00128         0.0420        156
## layout by cell type (no fill, tap or decap), drive strengths merged
cell type      Yosys  routed
buf                5       8
clkbuf             0       4
clkdlybuf4s15      0      14
clkdlybuf4s50      0      18
dfxtp             16      16
dlygate4sd2        0       2
inv               16      16
nand3             16      16
o21ai             16      16
## cells in the mapped netlist, drive strengths merged
cell,n,area [um2]
buf,5,38.8
o21ai,16,80.1
dfxtp,16,320
nand3,16,80.1
inv,16,60.1
## where the power goes
| part | internal (W) | leakage [nW] | switching [W] |
|---|---|---|---|
| combinational | 0.000161 | 0.277 | 0.0000700 |
| sequential | 0.000637 | 0.138 | 0.0000219 |
| clock | 0.000201 | 0.0210 | 0.000184 |
## tightest hold or removal path: stages (launching register included)
cell	delay (ns)
dfxtp_2	0.33
inv_1	0.04
o21ai_1	0.05
## kinds of logic (layout without fill, tap and decap cells)
logic type / after synthesis / count (layout)
and+or+nand+nor: 16 / 16
buffers and inverters: 21 / 62
DFF: 16 / 16
AOI/OAI and AO/OA: 16 / 16
## worst min path at each step
stage / to / cells past startpoint / from
final: reg_out[5]$_SDFFE_PP0P_ / 2 / reg_out[5]$_SDFFE_PP0P_
after global routing: reg_out[8]$_SDFFE_PP0P_ / 2 / reg_out[8]$_SDFFE_PP0P_
after CTS: reg_out[5]$_SDFFE_PP0P_ / 2 / reg_out[5]$_SDFFE_PP0P_
## layout make-up
type / count / area [um2] / share of cell area
clock buffer: 4 / 36.3 / 0.0341
inverter: 16 / 60.1 / 0.0564
multi-input combinational: 32 / 160 / 0.150
sequential: 16 / 340 / 0.320
tap: 46 / 57.6 / 0.0541
timing repair buffer: 42 / 410 / 0.385
No activity file was given, so power comes from the tool's default toggle rates.
