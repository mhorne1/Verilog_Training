===== config.mk =====
export PLATFORM = sky130hd
export DESIGN_NAME = shifter
export DESIGN_NICKNAME = shifter
export VERILOG_FILES = /design/flow/design.v
export SDC_FILE = /design/flow/constraint.sdc
export NUM_CORES = 4
export LEC_CHECK = 1
export CORE_AREA = 10 10 70 70
export DIE_AREA = 0 0 80 80

===== constraint.sdc =====
current_design shifter

set clk_period 1.3
set clk_io_pct 0.2

create_clock -name clk0 -period $clk_period

set non_clock_inputs [all_inputs -no_clocks]
set_input_delay [expr $clk_period * $clk_io_pct] -clock clk0 $non_clock_inputs
set_output_delay [expr $clk_period * $clk_io_pct] -clock clk0 [all_outputs]

===== design.v =====
module shifter(shift_out, inp, shift_cntrl);  
output[15:0] shift_out;
input [7:0] inp;
input [1:0] shift_cntrl;
reg [15:0] shift_out;
wire [7:0] inp;
wire [1:0] shift_cntrl;
always @(inp, shift_cntrl)  
	begin
	if( shift_cntrl == 1 )
		shift_out = inp << 4;
	else if( shift_cntrl == 2 )
		shift_out = inp << 8;
	else
		shift_out = inp;
	end
endmodule

===== run.sh =====
#!/bin/bash
# OpenROAD 26Q1-2900-gdf79404cd8, Yosys 0.63+post, stock flow scripts
make -C /OpenROAD-flow-scripts/flow DESIGN_CONFIG=/design/flow/config.mk WORK_HOME=/design/flow/orfs finish

==> out/qor_table.md <==
| Metric | Value |
| --- | --- |
| Top comb family, area | multiplexers |
| Power Total | 220.5 uW |
| Number of DRC violations after detailed-routing iteration 0 | 5 |
| Sort of element at the start of the critical path | input port |
| Critical Path RT | 1.04 ns |
| Worst Path Buf+Inv | 4 |
| Synthesized area per cell | 9.060 sq um |
| Unrepaired setup endpoints after global routing | yes |
| Top Ports | 26 |
| Total routing resource utilization after global routing | 3.626% |
| FILL cells | 391 |
| Count of unresolved DRC violations after routing | 0 |
| Max-Cap Viols | 0 |
| Clock Buffer Count | 0 |
| Antenna diode count | 0 |
| Fraction of power consumed by the clock network | 0% |
| # Cells Yosys | 29 |
| Top library cells by usage in the layout, fill and taps aside | 13 x sky130_fd_sc_hd__buf_6, 11 x sky130_fd_sc_hd__buf_2, 6 x sky130_fd_sc_hd__mux2_4, 6 x sky130_fd_sc_hd__dlygate4sd2_1, 6 x sky130_fd_sc_hd__buf_4 |
| Area figure in the yosys stat output | 262.8 sq um |
| Sequential share of power | 0% |
| Share of the core filled by cells before placement | 7.692% |
| Buffers on Ports | 26 |
| Highest net fanout along the worst path | 4 |
| Status | complete, but fails checks |
| CP max stage cell | sky130_fd_sc_hd__mux2_4 |
| Vertical extent of the die | 80 um |
| Yosys cell types | 13 |
| Flip-flop and latch area | 0 sq um |
| Number of nets still failing antenna checks after routing | 0 |
| Pin count of the biggest net entering global routing | 6 |
| Share of synthesized cell area in and, or, nand and nor gates | 32.86% |
| Cell chain of the critical path | buf_8, buf_6, buf_6, mux2_4, mux2_4, buf_6 |
| Ao+oa area frac | 13.33% |
| Area fraction in xor and xnor cells | 3.333% |
| Total die size | 6400 sq um |
| Data arrival time of the critical path | 1.23 ns |
| Cell family with most CP delay | multiplexers |
| Post-Synth Adder-Cell Area | 0% |
| Routed wire length | 1186 um |
| Smallest setup slack after layout | -0.1916 ns |
| Leak pwr | 0.0003608 uW |
| Transition at the pin with the smallest max-transition slack | 0.1434 ns |
| Area added between synthesis and finish | 158.6% |
| Proportion of synthesized area in mux cells | 41.90% |
| Violations in the final reports | negative setup slack |
| DR pass1 iterations | 2 |
| Remaining max-slew budget at the tightest pin | 90.16% |
| # rows | 21 |
| Final worst path period need | 1.492 ns |
| Number of vias in the routed layout | 351 |
| Power Density | 324.5 nW/um^2 |
| Share of total power in combinational logic | 100.0% |
| Share of post-route cells with drive strength above 1 | 70.15% |
| Library cell with the largest summed area after synthesis | sky130_fd_sc_hd__mux2_4 |
| Most Frequent Cell on Critical Path | sky130_fd_sc_hd__buf_6 |
| Period utilization | 114.7% |
| Sw Ratio | 30.80% |
| Number of slew-limit violations in the final report | 0 |
| Highest clock frequency the design can meet | 670.4 MHz |
| Remaining global-route overflow | 0 |
| Critical Path Max Stage Delay | 0.28 ns |
| Type of the worst setup path | input port to output port |
| Final Hold Vio Count | 0 |
| Hold crit path type | input port to output port |
| Area share of the largest cell type after synthesis | 34.29% |
| Vias/cell | 3.106 |
| Routability Congestion | 0.7717 |
| Worst Setup Slack post-DPL | -0.8298 ns |
| Synth Cell Area | 262.8 sq um |
| Synth Instances | 29 |
| Int Power | 152.6 uW |
| WHS | 0.8591 ns |
| Power spent charging and discharging nets | 67.92 uW |
| Final HPWL DP | 913.2 um |
| WL/cell | 10.50 um |
| Setup_tns | -0.7316 ns |
| Area contributors post-synth | sky130_fd_sc_hd__mux2_4 34%, sky130_fd_sc_hd__and2_1 19%, sky130_fd_sc_hd__a22o_1 10% |
| Count of sequential standard cells | 0 |
| Die Span X | 80 um |
| Endpoint class of the critical path | output port |
| Setup violators final | 9 |
| Initial antenna violation count | 0 |
| Vias in the first global route | 386 |
| Core region area | 3416 sq um |
| First-pass GRT wire length | 1925 um |
| Multi-input combinational cell area | 279.0 sq um |
| Most frequent logic cell in the layout | sky130_fd_sc_hd__buf_6 |
| Tool warning count | 34 |
| Share of synthesized area occupied by flip-flops and latches | 0% |
| IR Drop Worst-Case VDD | 0.0001282 V |
| Yosys warning count | 1 |
stage by stage:
stage | instances | area [sq um] | utilization, %
floorplan | 29 | 262.8 | -
global placement | 106 | 614.3 | 17.99
detailed placement | 106 | 614.3 | 17.99
CTS | 115 | 698.2 | 20.44
global route | 113 | 679.4 | 19.89
finish | 113 | 679.4 | 19.89
layout make-up:
class                           instances  share of cell area [%]
Tap cell                               46                   8.471
Inverter                                1                  0.5525
Multi-Input combinational cell         26                   41.07
Timing Repair Buffer                   40                   49.91
layer usage:
| metal | wire [um] | vias to the layer above | global-route usage (%) |
|---|---|---|---|
| met5 | 0 | - | 0 |
| met4 | 0 | 0 | 0 |
| li1 | - | 178 | - |
| met2 | 292 | 26 | 3.692 |
| met3 | 173 | 0 | 1.818 |
| met1 | 720 | 147 | 6.266 |
synth_stat cells (all sizes together):
cell and count:
a22o 3, and2 8, and2b 2, buf 2, inv 1, mux2 6
mux2i 2, nand2b 1, nor2b 2, o2bb2ai 1, xnor2 1
final timing paths:
check,slack (ns),to,startpoint,cells past startpoint
worst max-delay path,-0.19,shift_out[4],shift_cntrl[1],6
worst min-delay path,0.86,shift_out[7],shift_cntrl[0],3
logic make-up (layout without fill, tap and decap cells):
kind of cell	count (synthesis)	after routing
mux	8	8
compound gates	4	4
xor+xnor	1	1
buf+inv	3	41
simple gates	13	13
repair_timing:
item,CTS,global route
setup endpoints to repair,16,14
setup buffers,8,0
hold buffers,0,0
gates resized,92,3
cloned,1,0
pin swaps,6,1
power by group through the flow:
stage | clock, uW | sequential [uW] | combinational, uW
CTS | 0 | 0 | 225
global route | 0 | 0 | 242
finish | 0 | 0 | 220
No activity file was given, so power comes from the tool's default toggle rates.
