`run.sh`:
```
#!/bin/bash
# OpenROAD 26Q1-2900-gdf79404cd8, Yosys 0.63+post, stock flow scripts
make -C /OpenROAD-flow-scripts/flow DESIGN_CONFIG=/design/flow/config.mk WORK_HOME=/design/flow/orfs finish
```
`config.mk`:
```
export PLATFORM = sky130hd
export DESIGN_NAME = adder
export DESIGN_NICKNAME = adder
export VERILOG_FILES = /design/flow/design.v
export SDC_FILE = /design/flow/constraint.sdc
export NUM_CORES = 4
export LEC_CHECK = 1
export CORE_AREA = 10 10 77 77
export DIE_AREA = 0 0 87 87
```
`constraint.sdc`:
```
current_design adder

set clk_period 7.9
set clk_io_pct 0.2

create_clock -name clk0 -period $clk_period

set non_clock_inputs [all_inputs -no_clocks]
set_input_delay [expr $clk_period * $clk_io_pct] -clock clk0 $non_clock_inputs
set_output_delay [expr $clk_period * $clk_io_pct] -clock clk0 [all_outputs]
```
`design.v`:
```
module adder(sum, dataa, datab);  
output[15:0] sum;
input [15:0] dataa,datab;
assign sum = dataa + datab;
endmodule
```
==> metrics.cfg <==
[worst_hold_path]
hp-start=datab[0]
hold_class=input pin to output port
hold_depth=3
hold_end=sum[0]

[synthesis]
top_area_share_pct=25.91
yosysWarnings=0
yosysTopAreaCell=ha_1
area_leaders=ha_1, xnor2_1, a21oi_1, xor2_1, o21ai_0
yosysChipArea_sq_um=724.4
synth_area_sq_um=724.4
synth_cell_types=27
synth_cells=98
ys_cells=98
ys_seq_share_pct=0
synth.avg_cell_area_sq_um=7.392

[routing]
vias_per_cell=4.424
drcViolationCount=0
drt_iter0_drc=35
first_pass_iters=4
diodes=0
wl_um=2472
wl_per_cell_um=12.48
postRouteAntennaNets=0
via_count=876

[final_timing]
final.setup.worst_slack_ns=2.100
finalSetupViolCount=0
finalHoldViolations=0
final-max-slew-violation-count=0
tns_ns=0
grt_setup_unrepaired=no
max_slew_margin_pct=70.00
period_needed_ns=5.800
tightestPinTransition_ns=0.4452
whs_ns=4.191
finalCritPeriodShare_pct=73.42
max_freq_mhz=172.4

[grt]
grt_usage_pct=6.265
first_global_vias=860
overflow=0
grt_max_degree=7
antenna_found_initial=0
grt_pass1_wl_um=3995

[flow_run]
drv_cap=0
log.warning_count=32

[placement]
hpwl_um=2280
pre_cts_slack_ns=2.092
port_buffers=48
routabilityCongestion=0.7996
placed_area_sq_um=1270

[final_layout]
stdcell_area_sq_um=1270
fill_cells=477
final.clkbuf_count=0
layout-drive-gt1-share_pct=2.740
seq_cells=0
area.growth.synth_to_final_pct=75.30
seq_area_sq_um=0

[worst_setup_path]
arrival_ns=4.22
crit_fanout=3
end_kind=output port
cp.required_ns=6.32
start_kind=input pin
critical_path_class=input pin to output port

[power]
p_int_uw=67.54
p_seq_share_pct=0
power_frac_clock_pct=0
swShare_pct=36.66
comb_power_share_pct=100.0
p_per_area_nw_per_um2=83.96
leakagePower_nw=0.5007
ir_worst_vdd_mv=0.03401
p_switching_uw=39.09

[floorplanning]
ioPinCount=48
row_count=24
core_sq_um=4354
fp.dieW_um=87
die_h_um=87
dieArea_sq_um=7569
initial_core_util_pct=16.64

[clock_tree]
cts_resized=0
cts_setup_buffers=0
hold_buffers=0

[outcome]
status=finished, final reports clean

-- synthesized netlist by cell type (all sizes together) --
cell type	count
a21oi	17
ha	15
xnor2	10
nand2	9
o21ai	8
xor2	5
nand3	4
a21o	3
inv	3
nor3	3
o211ai	3
a311oi	2
nor2	2
nor2b	2
o21bai	2
a211o	1
a211oi	1
a31oi	1
and3	1
fa	1
mux2i	1
nor3b	1
o22ai	1
o41ai	1
or2	1
-- per-layer routing --
metal	up-vias	GRT usage, %	routed length, um
met5	-	0	0
met4	0	0	0
met3	0	1.792	219
met2	23	10.46	1150
li1	468	-	-
met1	385	8.273	1102
-- final cells by class --
class	count	area, sq um	area share [%]
multi-input cells	95	713.2	56.16
repair buffers	48	480.5	37.83
inverters	3	11.26	0.8867
well taps	52	65.06	5.123
-- kinds of logic after synthesis --
group	count (synthesis)	share of synthesized area, %
AND/OR/NAND/NOR	23	15.03
XOR/XNOR	15	18.13
multiplexers	1	1.382
buffers and inverters	3	1.554
AND-OR/OR-AND	40	35.23
adder cells (fa/ha/maj)	16	28.67
-- cells in the final DEF, fill, tap and decap left out --
cell and instances:
inv_1 3, o21ai_0 8, mux2i_1 1, nor3_1 3, xnor2_1 10, a211o_1 1, xor2_1 5, o21bai_1 2
o41ai_2 1, a31oi_1 1, nand2_1 9, a211oi_1 1, a21oi_1 17, a21o_1 2, o22ai_1 1, a311oi_1 1
ha_1 15, o211ai_1 3, clkdlybuf4s50_1 48, fa_1 1, or2_2 1, a311oi_2 1, and3_1 1, a21o_2 1
nor2_1 2, nor2b_1 2, nand3_1 4, nor3b_1 1
-- worst max-delay path by stage --
| stage | startpoint | to | cells past startpoint |
|---|---|---|---|
| 6_report | dataa[0] | sum[10] | 9 |
| 5_1_grt | dataa[0] | sum[10] | 9 |
| 4_1_cts | dataa[0] | sum[14] | 9 |
-- power groups by stage --
| stage | Sequential, mW | Combinational (mW) | Clock [mW] |
|---|---|---|---|
| CTS | 0 | 0.109 | 0 |
| global route | 0 | 0.120 | 0 |
| finish | 0 | 0.107 | 0 |
-- per-stage QoR --
step                power [mW]  instances  util (%)
floorplan              0.04751         98         -
global placement        0.1084        198     29.17
detailed placement      0.1081        198     29.17
CTS                     0.1089        198     29.17
global route            0.1195        198     29.17
finish                  0.1066        198     29.17
-- worst max-delay path, cell delays in order --
cell and delay, ns:
clkdlybuf4s50_1 0.40, ha_1 0.22, fa_1 0.40, a21o_2 0.25, a311oi_2 0.34, o21ai_0 0.21, a311oi_1 0.30, nor3_1 0.07
clkdlybuf4s50_1 0.45
Power is estimated from default activity; no workload was simulated.
